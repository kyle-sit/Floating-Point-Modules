### design/flow/config.mk
export PLATFORM = sky130hd
export DESIGN_NAME = adder_fp
export DESIGN_NICKNAME = adder_fp
export VERILOG_FILES = /design/flow/design.v
export SDC_FILE = /design/flow/constraint.sdc
export NUM_CORES = 4
export LEC_CHECK = 1
export CORE_UTILIZATION = 30
### design/flow/constraint.sdc
current_design adder_fp

set clk_period 14.8
set clk_io_pct 0.2

create_clock -name clk0 -period $clk_period [get_ports {clk}]

set non_clock_inputs [all_inputs -no_clocks]
set_input_delay [expr $clk_period * $clk_io_pct] -clock clk0 $non_clock_inputs
set_output_delay [expr $clk_period * $clk_io_pct] -clock clk0 [all_outputs]
### design/flow/design.v
module adder_fp(
	input logic clk, start, op,
	input logic [31:0] A, B,
	output logic ready, busy,
	output logic [31:0] Y	
);
	logic [3:0] state = 4'd0;  
	parameter idle = 4'd0, active = 4'd1, checkNaN = 4'd2, checkInfinity = 4'd3, oneInfinity = 4'd4, 
		exponentCheck = 4'd5, operation = 4'd6, addition = 4'd7, subtraction = 4'd8, leadingZero = 4'd9, 
		chooseSign = 4'd10, Asign = 4'd11, notAsign = 4'd12, finished = 4'd13;
	logic A_sign, B_sign;
	logic [23:0] A_mantissa, B_mantissa, final_mantissa;
	logic [7:0] A_exponent, B_exponent, final_exponent;
	logic [24:0] output_mantissa;
	always_ff @(posedge clk) begin
		case(state)
			idle: begin
				if (start) begin
					state <= active;
					ready <= 0;
				end
				else begin
					ready <= 0;
					busy <= 0;
					state <= state;
				end
			end
			active: begin
				busy <= 1;
				A_sign <= A[31];
				A_exponent <= A[30:23];
				A_mantissa <= {1'b1, A[22:0]};
				B_sign <= B[31];
				B_exponent <= B[30:23];
				B_mantissa <= {1'b1, B[22:0]};
				state <= checkNaN;
			end
			checkNaN: begin
				if(((A_exponent == 8'b11111111) && (A_mantissa[22:0] > 0)) || ((B_exponent == 8'b11111111) && (B_mantissa[22:0] > 0))) begin
					Y <= {1'b0,8'b11111111,22'b0,1'b1};
					state <= finished;
				end
				else begin
					state <= checkInfinity;
				end
			end
			checkInfinity: begin
				if ((A_exponent == 8'b11111111 && A_mantissa[22:0] == 0) && (B_exponent == 8'b11111111 && B_mantissa[22:0] == 0)) begin
					if (A_sign == B_sign) begin
						Y <= A;
						state <= finished;
					end
					else begin
						Y <= {1'b0,8'b11111111,22'b0,1'b1};
						state <= finished;
					end
				end
				else begin
					state <= oneInfinity;
				end
			end
			oneInfinity: begin
				if (A_exponent == 8'b11111111 && A_mantissa[22:0] == 0) begin
					Y <= A;
					state <= finished;
				end
				else if (B_exponent == 8'b11111111 && B_mantissa[22:0] == 0) begin
					Y <= B;
					state <= finished;
				end
				else begin
					state <= exponentCheck;
				end
			end
			exponentCheck: begin
				if (A_exponent < B_exponent) begin
					A_mantissa <= A_mantissa >> (B_exponent - A_exponent);
					final_exponent <= B_exponent;
				end
				else begin 
					B_mantissa <= B_mantissa >> (A_exponent - B_exponent);
					final_exponent <= A_exponent;
				end
				state <= operation;
			end
			operation: begin
					if ((!op && !A_sign && !B_sign) || (!op && A_sign && B_sign) || (op && !A_sign && B_sign) || (op && A_sign && !B_sign)) begin
						output_mantissa <= A_mantissa + B_mantissa;
						state <= addition;
					end
					else begin
						state <= subtraction;
					end
			end
			addition: begin
				if (output_mantissa[24] == 1) begin
					final_exponent <= final_exponent + 1;
					if (output_mantissa[0] == 1) begin
						final_mantissa <= output_mantissa[24:1] + 1;
					end
					else begin
						final_mantissa <= output_mantissa[24:1];
					end
					if (final_exponent == 255) begin
						final_mantissa <= 0;
					end
				end
				else begin
					final_mantissa <= output_mantissa[23:0];
				end
				state <= Asign;
			end
			subtraction: begin
				if (A_mantissa < B_mantissa) begin 
					output_mantissa <= B_mantissa - A_mantissa;
					state <= leadingZero;
				end
				else if (B_mantissa < A_mantissa) begin
					output_mantissa <= A_mantissa - B_mantissa;
					state <= leadingZero;
				end
				else begin
						Y <= 0;
						state <= finished;
				end
			end
			leadingZero: begin
				if (output_mantissa[23] != 0) begin
					state <= chooseSign;
				end
				else begin
					output_mantissa <= output_mantissa << 1;
					final_exponent <= final_exponent - 1;
					state <= leadingZero;
				end
			end
			chooseSign: begin
				if (A_mantissa < B_mantissa) begin
					state <= notAsign;
				end
				else begin
					state <= Asign;
				end
				final_mantissa <= output_mantissa[23:0];
			end
			Asign: begin
				Y <= {A_sign, final_exponent, final_mantissa[22:0]};
				state <= finished;
			end
			notAsign: begin
				Y <= {!A_sign, final_exponent, final_mantissa[22:0]};
				state <= finished;
			end
			finished: begin
				ready <= 1;
				state <= idle; 
			end
		endcase
	end
endmodule
### design/flow/run.sh
#!/bin/bash
# OpenROAD 26Q1-2900-gdf79404cd8, Yosys 0.63+post, stock flow scripts
make -C /OpenROAD-flow-scripts/flow DESIGN_CONFIG=/design/flow/config.mk WORK_HOME=/design/flow/orfs finish
==> run notes <==
Implementation run completed; key figures follow.

Layout:
- Registers take 0.00480 sq mm.
- The run gives the area used by multi-input combinational logic as 0.00892 sq mm.
- The run puts the filler cell count at 4837.
- The run puts the layout overhead on the synthesized area at 15.3%.
- The run puts the utilization after layout at 0.352.
- The run puts the post-route non-filler standard cell count at 2377.
- The run gives the fraction of layout instances using a drive strength above 1 as 0.0709.

Clock tree:
- CTS saw 160 sinks.
- The run gives the H-tree depth as 4.
- The run puts the maximum buffer depth of the clock tree at 2.
- The run gives the clock root buffer as sky130_fd_sc_hd__clkbuf_16.
- The run gives the post-CTS setup buffer count as 0.
- Post-CTS repair changed the size of 0 cells.
- The run gives the CTS buffer count as 17.
- The run gives the source-to-sink clock delay at the later pin of the worst-skew pair as 450 ps.
- TritonCTS built the clock tree.
- The run gives the post-CTS clock slew at the launch and capture registers of the worst setup and hold paths as 70 ps.
- The run gives the cts-stage hold buffer count as 0.

Yosys:
- The run gives the primary flip-flop cell chosen by synthesis mapping as sky130_fd_sc_hd__edfxtp_1.
- The run puts the count of flip-flops with a built-in enable after synthesis at 160.
- The chip area line in the Yosys stat output reads 0.0146 sq mm.
- The run gives the share of synthesized registers carrying an async set or reset as 0.
- The run puts the post-synthesis sequential area ratio at 0.329.
- The netlist uses 92 different library cells.
- The synthesized instance count is 1700.
- The run puts the post-synth design cell area at 0.0146 sq mm.
- The run gives the count of yosys warnings during synthesis as 1.
- The number of cells reported by Yosys stat comes to 1700.
- Per the post-synthesis stats, the area per cell is 8.58 sq um.
- The run gives the number of flip-flops and latches in the synthesized netlist as 160.

Routing:
- For this block, the initial DRC count from the detailed router was 1550.
- The routed layout has 14300 vias.
- The first detailed-routing pass ran for 8 iterations.
- The run puts the routed wire length at 57.9 mm.
- The run puts the count of inserted antenna diode cells at 0.
- The run gives the number of antenna-violating nets in the routed design as 0.
- The run gives the ratio of routed vias to standard cells as 6.01.
- The run gives the average wire length per cell after detail routing as 24.4 um.
- The run puts the number of DRC violations after detailed routing at 0.

STA:
- The run gives the final total negative setup slack as 0 ps.
- The run puts the final worst-path setup slack at 10030 ps.
- The run puts the fmax at 210 MHz.
- Clock skew on the completed layout was measured at 11.8 ps.
- Counting endpoints that fail hold in the final report gives 0.
- Setup repair after global routing left no endpoint under its margin.
- The run puts the final worst-path cycle share at 0.322.
- The run gives the headroom to the max-slew limit as 0.315.
- The run puts the minimum period implied by the final worst setup slack at 4770 ps.
- Looking at the max-slew report, the worst-margin pin has a slew of 1020 ps.
- The run puts the final count of pins violating max slew at 0.
- The run gives the number of failing setup endpoints in the final timing report as 0.

Floorplan:
- The run gives the core utilization before placement as 0.305.
- The report lists the number of standard-cell rows as 80.
- The run puts the y dimension of the die at 223 um.
- The run gives the core region area as 0.0478 sq mm.
- The die is 223 um wide.
- The run gives the die outline area as 0.0495 sq mm.
- For this design the top-level I/O count stands at 101.

Setup path:
- The run gives the data required time at the worst endpoint as 14980 ps.
- For reference, the most critical setup path is categorized as reg2reg.
- The run gives the most frequent cell on the critical path as sky130_fd_sc_hd__o21ai_0.
- The critical path maximum fanout is 27.
- The run puts the delay contributed by the slowest stage of the critical path at 940 ps.
- For reference, the critical path cell chain is inv_1 -> ha_1 -> nand4_2 -> nor4_2 -> nand2_1 -> a21o_1 -> nand3_2 -> buf_4 -> o21ai_0 -> a2111oi_1 -> o21ai_1 -> xnor2_1 -> o21ai_0.
- The worst setup path is launched from a flop.
- The OpenROAD report gives the critical path a data arrival time of 4950 ps.
- The worst setup path is captured at a flop.
- The run gives the critical path's slowest cell as sky130_fd_sc_hd__a2111oi_1.

Global routing:
- The run gives the total congestion overflow after global routing as 0.
- Total global-route track usage over all layers is 0.239.
- The run gives the initial antenna violation count as 0.
- The number of global-route vias before repair came to 13700.
- The run puts the first-pass GRT wire length at 86.1 mm.
- Entering global routing, the biggest net connects 52 pins.

Placement:
- Before CTS, the worst setup slack after placement is 10030 ps.
- The congestion estimate from routability-driven global placement came to 1.05.
- Port buffering added 100 buffers.
- The run gives the cell count after placement as 2345.
- The run puts the half-perimeter wire length after detailed placement at 44.8 mm.

Power:
- The run puts the static leakage at 6.62 nW.
- The highest supply drop recorded on VDD is 0.000104 V.
- The run gives the total chip power as 4.32 mW.
- The run puts the power per cell area at 257 mW/mm^2.

Status:
- The flow ran to the end, and the final reports show no timing, DRC or antenna violations.

Job:
- The run gives the count of warning messages emitted by the tools as 82.
- The run puts the tally of max-capacitance violations at 0.

Worst hold path:
- The min-delay analysis places its worst path in the category reg2reg.
-- worst paths after layout --
path	from	to	slack [ps]	cells past startpoint
max	A_mantissa[18]$_DFFE_PP_	output_mantissa[19]$_DFFE_PP_	10030	13
min	final_mantissa[9]$_DFFE_PP_	Y[9]$_DFFE_PP_	560	2
max reg2reg	A_mantissa[18]$_DFFE_PP_	output_mantissa[19]$_DFFE_PP_	10030	13
min reg2reg	final_mantissa[9]$_DFFE_PP_	Y[9]$_DFFE_PP_	560	2
-- report_power, final --
| group | leakage, nW | internal [mW] | total (mW) | switching, mW |
|---|---|---|---|---|
| clock network | 0.286 | 0.266 | 0.458 | 0.193 |
| logic | 4.86 | 1.03 | 2.83 | 1.80 |
| registers | 1.48 | 0.797 | 1.03 | 0.236 |
| total | 6.62 | 2.09 | 4.32 | 2.23 |
-- logic make-up (layout without fill, tap and decap cells) --
kind of cell,count (synthesis),in the layout,share of synthesized area
and+or+nand+nor,539,539,0.170
AOI/OAI and AO/OA,582,582,0.281
DFF,160,160,0.329
muxes,56,56,0.0513
adders and majority gates,102,102,0.0905
buffers and inverters,235,297,0.0631
xor gates and xnor gates,26,26,0.0156
-- stage by stage --
step | hold slack [ps] | area, sq um
floorplan | 504 | 14600
global placement | 535 | 16200
detailed placement | 546 | 16200
CTS | 571 | 16800
global route | 605 | 16800
finish | 565 | 16800
-- cell type report --
class	instances	share of cell area
clock buffers	19	0.0257
repair buffers	134	0.0746
well taps	615	0.0457
flip-flops and latches	160	0.285
clock inverters	13	0.00944
inverters	131	0.0292
multi-input cells	1305	0.530
-- metal layers --
layer  vias up  global-route usage  routed length (um)
met5         -              0.0147                  98
met4         2              0.0674                1920
met3       103              0.0832                6860
met2       813               0.349               25100
met1      6855               0.340               23900
li1       6522                   -                   -
-- layout by cell type, fill, tap and decap left out, types with 10 or more instances in the layout --
cell and instances:
sky130_fd_sc_hd__a211oi_1 17, sky130_fd_sc_hd__a21o_1 34, sky130_fd_sc_hd__a21oi_1 111, sky130_fd_sc_hd__a221o_1 14, sky130_fd_sc_hd__a221oi_1 13, sky130_fd_sc_hd__a222oi_1 24
sky130_fd_sc_hd__a22o_1 19, sky130_fd_sc_hd__a31oi_1 18, sky130_fd_sc_hd__and3_1 11, sky130_fd_sc_hd__buf_4 34, sky130_fd_sc_hd__clkbuf_16 17, sky130_fd_sc_hd__clkdlybuf4s50_1 100
sky130_fd_sc_hd__edfxtp_1 160, sky130_fd_sc_hd__ha_1 96, sky130_fd_sc_hd__inv_1 131, sky130_fd_sc_hd__mux2_2 10, sky130_fd_sc_hd__mux2i_1 32, sky130_fd_sc_hd__mux4_2 14
sky130_fd_sc_hd__nand2_1 234, sky130_fd_sc_hd__nand2b_1 11, sky130_fd_sc_hd__nand3_1 25, sky130_fd_sc_hd__nand4_1 24, sky130_fd_sc_hd__nor2_1 118, sky130_fd_sc_hd__nor2b_1 19
sky130_fd_sc_hd__nor3_1 30, sky130_fd_sc_hd__nor4_1 19, sky130_fd_sc_hd__o211a_1 10, sky130_fd_sc_hd__o211ai_1 15, sky130_fd_sc_hd__o21a_1 13, sky130_fd_sc_hd__o21ai_0 114
sky130_fd_sc_hd__o21ai_1 12, sky130_fd_sc_hd__o21bai_1 17, sky130_fd_sc_hd__o221ai_1 29, sky130_fd_sc_hd__o311ai_0 10, sky130_fd_sc_hd__o31ai_1 13, sky130_fd_sc_hd__xnor2_1 20
-- worst max-delay path: cells and delay by family, from the launching register on --
family	cells	cell delay, ps
adder cells (fa/ha/maj)	1	640
AND/OR/NAND/NOR	4	1040
XOR/XNOR	1	180
AND-OR/OR-AND	5	1730
flip-flops	1	420
buffers and inverters	2	470
-- cell usage after synthesis (12+ instances only) --
cell type                  number  share of area
sky130_fd_sc_hd__o21ai_1       12         0.0041
sky130_fd_sc_hd__mux4_2        14          0.022
sky130_fd_sc_hd__nand3_1       25         0.0086
sky130_fd_sc_hd__a21o_1        34          0.017
sky130_fd_sc_hd__a221oi_1      13         0.0078
sky130_fd_sc_hd__a211oi_1      18         0.0093
sky130_fd_sc_hd__a22o_1        19          0.011
sky130_fd_sc_hd__o21bai_1      17         0.0087
sky130_fd_sc_hd__edfxtp_1     160           0.33
sky130_fd_sc_hd__o21a_1        13         0.0067
sky130_fd_sc_hd__clkbuf_1      83          0.021
sky130_fd_sc_hd__o221ai_1      29          0.017
sky130_fd_sc_hd__o21ai_0      116          0.040
sky130_fd_sc_hd__o211ai_1      15         0.0077
sky130_fd_sc_hd__nand2_1      234          0.060
sky130_fd_sc_hd__a221o_1       14         0.0096
sky130_fd_sc_hd__a21oi_1      112          0.038
sky130_fd_sc_hd__a31oi_1       18         0.0077
sky130_fd_sc_hd__ha_1          96          0.082
sky130_fd_sc_hd__o31ai_1       13         0.0067
sky130_fd_sc_hd__a222oi_1      24          0.016
sky130_fd_sc_hd__buf_2         16         0.0055
sky130_fd_sc_hd__nor2b_1       20         0.0086
sky130_fd_sc_hd__nor4_1        20         0.0086
sky130_fd_sc_hd__mux2i_1       32          0.022
sky130_fd_sc_hd__nor3_1        32          0.011
sky130_fd_sc_hd__nand4_1       24          0.010
sky130_fd_sc_hd__inv_1        131          0.034
sky130_fd_sc_hd__xnor2_1       20          0.012
sky130_fd_sc_hd__nor2_1       119          0.031
-- sequential cells by signal (all words and copies together) (netlist names) --
name             flops
Y                   32
final_mantissa      23
B_exponent           8
ready                1
B_sign               1
A_mantissa          24
final_exponent       8
output_mantissa     25
state                4
A_sign               1
A_exponent           8
busy                 1
B_mantissa          24
Power figures rest on the tool's default switching activity, not on a simulated workload.
