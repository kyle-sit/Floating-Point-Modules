<file path="./config.mk">
export PLATFORM = sky130hd
export DESIGN_NAME = multiplier_fp
export DESIGN_NICKNAME = multiplier_fp
export VERILOG_FILES = /design/flow/design.v
export SDC_FILE = /design/flow/constraint.sdc
export NUM_CORES = 4
export LEC_CHECK = 1
export CORE_UTILIZATION = 30
</file>
<file path="./run.sh">
#!/bin/bash
# OpenROAD 26Q1-2900-gdf79404cd8, Yosys 0.63+post, stock flow scripts
make -C /OpenROAD-flow-scripts/flow DESIGN_CONFIG=/design/flow/config.mk WORK_HOME=/design/flow/orfs finish
</file>
<file path="./design.v">
module multiplier_fp(
	input logic clk, start,
	input logic [31:0] A, B,
	output logic ready, busy,
	output logic [31:0] Y
);
	logic [3:0] state = 4'd0;  
	parameter idle = 4'd0, active = 4'd1, checkNaN = 4'd2, checkInfinity = 4'd3, oneInfinity = 4'd4, 
		exponentSum = 4'd5, normalize = 4'd6, shift = 4'd7, round = 4'd8, noRound = 4'd9, stillnormalized = 4'd10, 
		normalizeAgain = 4'd11, chooseSign = 4'd12, finished = 4'd13;
	logic A_sign, B_sign;
	logic [23:0] A_mantissa, B_mantissa;
	logic [24:0] final_mantissa;
	logic [7:0] A_exponent, B_exponent;
	logic signed [9:0] final_exponent;
	logic [47:0] output_mantissa;
	integer i = 47;
	integer x = 0;
	always_ff @(posedge clk) begin
		case(state)
			idle: begin
				if (start) begin
					state <= active;
					ready <= 0;
				end
				else begin
					ready <= 0;
					busy <= 0;
					state <= state;
					i <= 0;
				end
			end
			active: begin
				busy <= 1;
				A_sign <= A[31];
				A_exponent <= A[30:23];
				A_mantissa <= {1'b1, A[22:0]};
				B_sign <= B[31];
				B_exponent <= B[30:23];
				B_mantissa <= {1'b1, B[22:0]};
				state <= checkNaN;
				i <= 0;
			end
			checkNaN: begin
				if(((A_exponent == 8'b11111111) && (A_mantissa[22:0] > 0)) || ((B_exponent == 8'b11111111) && (B_mantissa[22:0] > 0))) begin
					Y <= {1'b0,8'b11111111,22'b0,1'b1};
					state <= finished;
				end
				else begin
					state <= checkInfinity;
				end
			end
			checkInfinity: begin
				if ((A_exponent == 8'b11111111 && A_mantissa[22:0] == 0) && (B_exponent == 8'b11111111 && B_mantissa[22:0] == 0)) begin
					if (A_sign == B_sign) begin
						Y <= A;
						state <= finished;
					end
					else begin
						Y <= {1'b0,8'b11111111,22'b0,1'b1};
						state <= finished;
					end
				end
				else begin
					state <= oneInfinity;
				end
			end
			oneInfinity: begin
				if (A_exponent == 8'b11111111 && A_mantissa[22:0] == 0) begin
					Y <= A;
					state <= finished;
				end
				else if (B_exponent == 8'b11111111 && B_mantissa[22:0] == 0) begin
					Y <= B;
					state <= finished;
				end
				else begin
					final_exponent <= (A_exponent + B_exponent) - 127;
					state <= exponentSum;
				end
			end
			exponentSum: begin
				if((final_exponent > 254) || (final_exponent < 1)) begin
					Y <= {1'b0,8'b11111111,22'b0,1'b1};
					state <= finished;
				end
				else begin
					output_mantissa <= A_mantissa * B_mantissa;
					state <= normalize;
				end
			end
			normalize: begin
				if (output_mantissa[47] == 1) begin
					i <= 1;  
					state <= shift;
				end
				else begin
					state <= shift;
				end
			end
			shift: begin
				if (i == 1) begin
					final_exponent <= final_exponent + 1;
					output_mantissa <= output_mantissa >> 23;
					state <= round;
				end
				else begin
					output_mantissa <= output_mantissa >> 23;
					state <= noRound;
				end
			end
			round: begin
				if(final_exponent[8] == 1) begin
					Y <= {1'b0,8'b11111111,22'b0,1'b1};
					state <= finished;
				end
				else begin
					if (output_mantissa[0] == 1) begin
						final_mantissa <= output_mantissa[24:1] + 1;
					end
					else begin
						final_mantissa <= output_mantissa[24:1];
					end
				end
				state <= stillnormalized;
			end
			noRound: begin
				final_mantissa <= output_mantissa[23:0];
				state <= chooseSign;
			end
			stillnormalized: begin
				if(final_exponent[8] == 1) begin
					Y <= {1'b0,8'b11111111,22'b0,1'b1};
					state <= finished;
				end
				else if(final_mantissa[24] == 1) begin
					state <= normalizeAgain;
				end
				else begin
					state <= chooseSign;
				end
			end
			normalizeAgain: begin
				if (final_mantissa[0] == 0) begin
					final_mantissa <= final_mantissa >> 1;
					final_exponent <= final_exponent + 1;
					state <= chooseSign;
				end
				else begin
					final_mantissa <= final_mantissa[24:1] + 1;
					final_exponent <= final_exponent + 1;
					state <= stillnormalized;
				end
			end
			chooseSign: begin
				if( A_sign == B_sign ) begin
					Y <= {1'b0, final_exponent[7:0], final_mantissa[22:0]};
				end
				else begin
					Y <= {1'b1, final_exponent[7:0], final_mantissa[22:0]};
				end
				state <= finished;
			end
			finished: begin
				ready <= 1;
				state <= idle; 
			end
		endcase
	end
endmodule
</file>
<file path="./constraint.sdc">
current_design multiplier_fp

set clk_period 20.6
set clk_io_pct 0.2

create_clock -name clk0 -period $clk_period [get_ports {clk}]

set non_clock_inputs [all_inputs -no_clocks]
set_input_delay [expr $clk_period * $clk_io_pct] -clock clk0 $non_clock_inputs
set_output_delay [expr $clk_period * $clk_io_pct] -clock clk0 [all_outputs]
</file>
==> flow_summary_export.csv <==
group,metric,value,unit
global_routing,pin_count_of_the_biggest_net_entering_global_routing,52,
worst_setup_path,critical_path_peak_fanout,8,
global_routing,grt_usage,19.24,%
worst_setup_path,critical_path.most_common_cell,"fa_1",
logic_synthesis,and_or_or_and_share_of_the_synthesized_area,7.913,%
logic_synthesis,yosysWarnings,1,
worst_setup_path,cp_startpoint_kind,"register",
clock_tree,cts-hold-fix-buffers,0,
finish,finalNonFillerCells,4314,
global_routing,number_of_antenna_violations_at_the_first_check_in_global_routing,0,
finish,drive_above_1_share,3.923,%
logic_synthesis,ys_sh_simple,16.09,%
die,core,0.09347,mm²
finish,fillCellCount,9518,
placement,hpwl_after_dpl,63500,µm
die,fp.dieW,309.5,µm
detailed_routing,detail_route.wirelength,84110,µm
final_timing,timing.final.crit_period,7.426,ns
placement,numPlacedInstances,4282,
final_timing,final_max_slew_violation_count,0,
die,floorplan.rows,112,
clock_tree,tritoncts,"yes",
worst_setup_path,slowest_stage_cell_cp,"fa_1",
logic_synthesis,post_synth_fa_ha_maj_area_fraction,42.60,%
clock_tree,cts_htree_levels,4,
worst_hold_path,worst_hold_path_type,"register to register",
final_timing,setup_viol,0,
logic_synthesis,synth-xor-area-share,2.624,%
worst_setup_path,slowest_delay,0.54,ns
logic_synthesis,netlist-cell-type-count,76,
placement,place_congestion,0.9765,
clock_tree,cts_made_buffers,17,
logic_synthesis,number_of_standard_cells_reported_by_yosys,3021,
logic_synthesis,asyncSetResetFlopFracSynth,0,%
detailed_routing,routed_via_density,4.862,
worst_setup_path,crit_path_end_kind,"register",
final_timing,timing_worst_slew_pin_value,0.8546,ns
final_timing,final-hold-violation-count,0,
logic_synthesis,syn-mean-instance-area,9.390,µm²
detailed_routing,drt_pre_antenna_iters,7,
global_routing,globalRouteOverflowTotal,0,
worst_setup_path,crit_required,20.84,ns
clock_tree,clock_path_buffers,2,
final_timing,finClkSkew,0.01430,ns
run,tool_warnings,28,
worst_setup_path,worstPathCellList,"clkinv_1 -> nor2_1 -> fa_1 -> fa_1 -> inv_1 -> fa_1 -> inv_1 -> fa_1 -> inv_1 -> fa_1 -> inv_1 -> fa_1 -> inv_1 -> fa_1 -> inv_1 -> ha_1 -> nand3_1 -> nor3_1 -> o21ai_0 -> a21oi_1 -> a21boi_0 -> o21ai_0 -> mux2i_1",
clock_tree,tritoncts_num_sinks,187,
logic_synthesis,netlist_area,0.02837,mm²
clock_tree,cts_setup_buffers,0,
global_routing,grt_first_pass_wirelength,132800,µm
final_timing,relSlewSlack,43.02,%
clock_tree,cts.clk_slew.worst_paths,0.08,ns
logic_synthesis,mux_area_fraction,0.4631,%
die,die_y,309.5,µm
placement,port-buffer-count,99,
final_timing,sum_of_negative_setup_slack,0,ns
clock_tree,root_buffer,"clkbuf_16",
clock_tree,clk-insertion-delay-late,0.44,ns
finish,layout-area-overhead-vs-synth,10.66,%
detailed_routing,route.detailed.drc,0,
global_routing,grt_pass1_vias,22530,
logic_synthesis,synth_sequential_area_ratio,19.80,%
final_timing,clock.fmax,134.7,MHz
detailed_routing,vias,20980,
die,fp_density,30.35,%
clock_tree,post_cts.resized_instances,0,
final_timing,min_period_over_period,36.05,%
logic_synthesis,yosys-dominant-comb-family,"adder cells",
logic_synthesis,synth-edff-count,187,
die,fp.dieArea,0.09579,mm²
logic_synthesis,synth-seq-cells,187,
worst_setup_path,timing_worst_setup_path_type,"register to register",
detailed_routing,ant_nets,0,
outcome,run_status,"completed",
die,boundary_pins,100,
run,max_cap_violations,0,
logic_synthesis,post_synth_inst_count,3021,
logic_synthesis,ff_type,"edfxtp_1",
worst_setup_path,crit_arrival,7.67,ns
detailed_routing,drt-initial-drc-count,1376,
logic_synthesis,yosysChipArea,0.02837,mm²
final_timing,rsz0062_at_grt,"no",
detailed_routing,routedWlPerCell,19.50,µm
state kept, by name, indices dropped and copies added (netlist names):
signal,count
A_sign,1
B_mantissa,23
A_mantissa,23
B_sign,1
ready,1
final_exponent,10
final_mantissa,25
state,4
output_mantissa,48
Y,32
i,2
A_exponent,8
busy,1
B_exponent,8
layout make-up:
cell class / instances / area [µm²] / share of cell area [%]
Antenna cell: 1 / 2.502 / 0.007972
Clock buffer: 17 / 425.4 / 1.355
Clock inverter: 14 / 128.9 / 0.4105
Inverter: 634 / 2380 / 7.581
Multi-Input combinational cell: 2046 / 19810 / 63.12
Sequential cell: 187 / 5615 / 17.89
Tap cell: 1254 / 1569 / 4.998
Timing Repair Buffer: 161 / 1456 / 4.639
Yosys cell counts (32+ instances only):
library cell  number  area, µm²
a21oi_1           83      415.4
and2_1           245       1533
clkbuf_1         131      491.7
edfxtp_1         187       5615
fa_1             483       9669
ha_1             193       2415
inv_1            631       2369
nand2_1          387       1453
nand4_1           35      219.0
nor2_1           109      409.1
nor3_1            32      160.2
o21ai_0           95      475.5
xnor2_1           48      420.4
xor2_1            37      324.1
critical path, delay by kind of cell, from the launching register on:
family / cells / cell delay, ns
and+or+nand+nor: 3 / 0.69
muxes: 1 / 0.35
AOI/OAI and AO/OA: 4 / 1.16
adders and majority gates: 8 / 3.89
DFF: 1 / 0.35
buffers and inverters: 7 / 0.78
final timing paths:
kind	from	slack [ns]	depth (start not counted)	end
worst min register to register	output_mantissa[27]	0.52	2	output_mantissa[4]
worst max-delay path	B_mantissa[8]	13.17	23	output_mantissa[37]
worst min-delay path	output_mantissa[27]	0.52	2	output_mantissa[4]
worst max register to register	B_mantissa[8]	13.17	23	output_mantissa[37]
routing by layer:
metal	wire, µm	track usage, %
met2	38360	28.94
met4	2031	3.615
met3	9079	8.135
met5	73	0.5561
met1	34570	26.94
cells by family (layout without fill, tap and decap cells):
family | count (synthesis) | count (layout)
buf+inv | 788 | 826
fa+ha+maj | 676 | 676
compound gates | 339 | 339
other cells | 1 | 2
simple gates | 932 | 932
flops | 187 | 187
mux | 13 | 13
xor+xnor | 85 | 85
metrics by stage:
stage | util (%) | hold slack, ns | instance area (µm²) | worst slack (ns)
final | 33.58 | 0.5248 | 31390 | 13.17
after global placement | 32.99 | 0.5084 | 30830 | 13.20
after global routing | 33.58 | 0.5689 | 31390 | 12.67
after floorplan | - | 0.4836 | 28370 | 13.24
after CTS | 33.58 | 0.5298 | 31390 | 13.18
after detailed placement | 32.99 | 0.5086 | 30830 | 13.22
placed cells by master, fill, tap and decap left out, types with 62 or more instances in the layout:
cell type / count
ha_1: 193
fa_1: 483
edfxtp_1: 187
nor2_1: 107
a21oi_1: 83
and2_1: 245
buf_4: 62
nand2_1: 386
inv_1: 631
o21ai_0: 95
clkdlybuf4s50_1: 99
